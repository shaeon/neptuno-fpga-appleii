## /design/flow/run.sh

```bash
#!/bin/bash
# OpenROAD 26Q1-2900-gdf79404cd8, Yosys 0.63+post, stock flow scripts
make -C /OpenROAD-flow-scripts/flow DESIGN_CONFIG=/design/flow/config.mk WORK_HOME=/design/flow/orfs finish
```

## /design/flow/config.mk

```make
export PLATFORM = sky130hd
export DESIGN_NAME = hdmidataencoder
export DESIGN_NICKNAME = hdmidataencoder
export VERILOG_FILES = /design/flow/design.v
export SDC_FILE = /design/flow/constraint.sdc
export NUM_CORES = 4
export LEC_CHECK = 1
export CORE_AREA = 10 10 89 89
export DIE_AREA = 0 0 99 99
```

## /design/flow/constraint.sdc

```tcl
current_design hdmidataencoder

set clk_period 2.8
set clk_io_pct 0.2

create_clock -name clk0 -period $clk_period [get_ports {i_pixclk}]

set non_clock_inputs [all_inputs -no_clocks]
set_input_delay [expr $clk_period * $clk_io_pct] -clock clk0 $non_clock_inputs
set_output_delay [expr $clk_period * $clk_io_pct] -clock clk0 [all_outputs]
```

## /design/flow/design.v

```verilog
module hdmidataencoder 
#(parameter FREQ=27000000, FS=48000, CTS=27000, N=6144) 
(
	input 			i_pixclk,
	input 			i_hSync,
	input 			i_vSync,
	input 			i_blank,
	input i_audio_enable,
	input [15:0] 	i_audioL,
	input [15:0] 	i_audioR,	
	output [3:0] 	o_d0,
	output [3:0] 	o_d1,
	output [3:0] 	o_d2,
	output 			o_data
);
localparam [191:0] channelStatus = (FS == 48000)?192'hc202004004:(FS == 44100)?192'hc200004004:192'hc203004004;
localparam [55:0] audioRegenPacket = {N[7:0], N[15:8], 8'h00, CTS[7:0], CTS[15:8], 16'h0000};
reg [23:0] audioPacketHeader;
reg [55:0] audioSubPacket[3:0];
reg [7:0] channelStatusIdx;
reg [16:0] audioTimer;
reg [16:0] ctsTimer;
reg [1:0] samplesHead;
reg [3:0] dataChannel0;
reg [3:0] dataChannel1;
reg [3:0] dataChannel2;
reg [23:0] packetHeader;
reg [55:0] subpacket[3:0];
reg [7:0] bchHdr;
reg [7:0] bchCode [3:0];
reg [4:0] dataOffset;
reg tercData;
reg [15:0] audioRAvg;
reg [15:0] audioLAvg;
reg [15:0] counterX;
reg firstHSyncChange;
reg oddLine;
reg prevHSync;
reg prevBlank;
reg allowGeneration;
initial
begin
	audioPacketHeader<=0;
	audioSubPacket[0]<=0;
	audioSubPacket[1]<=0;
	audioSubPacket[2]<=0;
	audioSubPacket[3]<=0;
	channelStatusIdx<=0;
	audioTimer<=0;
	samplesHead<=0;
	ctsTimer = 0;
	dataChannel0<=0;
	dataChannel1<=0;
	dataChannel2<=0;
	packetHeader<=0;
	subpacket[0]<=0;
	subpacket[1]<=0;
	subpacket[2]<=0;
	subpacket[3]<=0;
	bchHdr<=0;
	bchCode[0]<=0;
	bchCode[1]<=0;
	bchCode[2]<=0;
	bchCode[3]<=0;
	dataOffset<=0;
	tercData<=0;
	oddLine<=0;
	counterX<=0;
	prevHSync = 0;
	prevBlank = 0;
	firstHSyncChange = 0;
	allowGeneration = 0;
	audioRAvg = 0;
	audioLAvg = 0;
end
function [7:0] ECCcode;	 
	input [7:0] code;
	input bita;
	input passthroughData;
	begin
		ECCcode = (code<<1) ^ (((code[7]^bita) && passthroughData)?(1+(1<<6)+(1<<7)):0);
	end
endfunction
task ECCu;
	output outbit;
	inout [7:0] code;
	input bita;
	input passthroughData;
	begin
		outbit <= passthroughData?bita:code[7];
		code <= ECCcode(code, bita, passthroughData);
	end
endtask
task ECC2u;
	output outbita;
	output outbitb;
	inout [7:0] code;
	input bita;
	input bitb;
	input passthroughData;
	begin
		outbita <= passthroughData?bita:code[7];
		outbitb <= passthroughData?bitb:(code[6]^(((code[7]^bita) && passthroughData)?1'b1:1'b0));
		code <= ECCcode(ECCcode(code, bita, passthroughData), bitb, passthroughData);
	end
endtask
task SendPacket;
	inout [32:0] pckHeader;
	inout [55:0] pckData0;
	inout [55:0] pckData1;
	inout [55:0] pckData2;
	inout [55:0] pckData3;
	input firstPacket;
begin
	dataChannel0[0]<=i_hSync;
	dataChannel0[1]<=i_vSync;
	dataChannel0[3]<=(!firstPacket || dataOffset)?1'b1:1'b0;
	ECCu(dataChannel0[2], bchHdr, pckHeader[0], dataOffset<24?1'b1:1'b0);
	ECC2u(dataChannel1[0], dataChannel2[0], bchCode[0], pckData0[0], pckData0[1], dataOffset<28?1'b1:1'b0);
	ECC2u(dataChannel1[1], dataChannel2[1], bchCode[1], pckData1[0], pckData1[1], dataOffset<28?1'b1:1'b0);
	ECC2u(dataChannel1[2], dataChannel2[2], bchCode[2], pckData2[0], pckData2[1], dataOffset<28?1'b1:1'b0);
	ECC2u(dataChannel1[3], dataChannel2[3], bchCode[3], pckData3[0], pckData3[1], dataOffset<28?1'b1:1'b0);
	pckHeader<=pckHeader[23:1];
	pckData0<=pckData0[55:2];
	pckData1<=pckData1[55:2];
	pckData2<=pckData2[55:2];
	pckData3<=pckData3[55:2];
	dataOffset<=dataOffset+5'b1;
end
endtask
task InfoGen;
	inout [16:0] _timer;
begin
	if (_timer >= CTS) begin
		packetHeader<=24'h000001;	 
		subpacket[0]<=audioRegenPacket;
		subpacket[1]<=audioRegenPacket;
		subpacket[2]<=audioRegenPacket;
		subpacket[3]<=audioRegenPacket;
		_timer <= _timer - CTS + 1;
	end else begin
		if (!oddLine) begin
			packetHeader<=24'h0D0282;	 
			subpacket[0]<=56'h00000000191046;
			subpacket[1]<=56'h00000000000000;
		end else begin
			packetHeader<=24'h0A0184;	 
			subpacket[0]<=56'h00000000001160;
			subpacket[1]<=56'h00000000000000;
		end
		subpacket[2]<=56'h00000000000000;
		subpacket[3]<=56'h00000000000000;
	end			
end
endtask
task AproximateAudio;
begin
	audioLAvg <= i_audioL;
	audioRAvg <= i_audioR;
end
endtask
task AudioGen;
begin
	if (!( allowGeneration && counterX >= 32 && counterX < 64)) begin
		if (audioTimer>=FREQ/1000) begin
			audioTimer<=audioTimer-FREQ/1000+FS/1000;
			audioPacketHeader<=audioPacketHeader|24'h000002|((channelStatusIdx==0?24'h100100:24'h000100)<<samplesHead);
			audioSubPacket[samplesHead]<=((audioLAvg<<8)|(audioRAvg<<32)
								|((^audioLAvg)?56'h08000000000000:56'h0)	 
								|((^audioRAvg)?56'h80000000000000:56'h0))	 
								^(channelStatus[channelStatusIdx]?56'hCC000000000000:56'h0);  
			if (channelStatusIdx<191)
				channelStatusIdx<=channelStatusIdx+8'd1;
			else
				channelStatusIdx<=0;
			samplesHead<=samplesHead+2'd1;
		end else begin
			audioTimer<=audioTimer+FS/1000;
			AproximateAudio();
		end
	end else begin
		audioTimer<=audioTimer+FS/1000;
		AproximateAudio();		
		samplesHead<=0;
	end
end
endtask
task SendPackets;
	inout dataEnable;
begin
	if (counterX<32) begin
		dataEnable<=1;
		SendPacket(packetHeader, subpacket[0], subpacket[1], subpacket[2], subpacket[3], 1);
	end else if (counterX<64)	begin
		SendPacket(audioPacketHeader, audioSubPacket[0], audioSubPacket[1], audioSubPacket[2], audioSubPacket[3], 0);
	end else begin
		dataEnable<=0;
	end
end
endtask
always @(posedge i_pixclk)
begin
	AudioGen();
	if(allowGeneration & i_audio_enable) begin
		SendPackets(tercData);
	end else begin
		tercData<=0;
   end 	
	ctsTimer <= ctsTimer + 1;	
	if((prevBlank == 0) && (i_blank == 1)) 
		firstHSyncChange <= 1;
	if((prevBlank == 1) && (i_blank == 0)) 
		allowGeneration <= 0;
	if(prevHSync != i_hSync) begin
		if(firstHSyncChange) begin
			InfoGen(ctsTimer);
		   oddLine <= ! oddLine;
		   counterX  <= 0;
			allowGeneration <= 1;
		end else begin
		   counterX  <= counterX + 1;	
		end
		firstHSyncChange <= !firstHSyncChange;
	end else 
		counterX  <= counterX + 1;	
	prevBlank <= i_blank;
	prevHSync <= i_hSync;
end
assign o_d0 = dataChannel0;
assign o_d1 = dataChannel1;
assign o_d2 = dataChannel2;
assign o_data = tercData;
endmodule
```

==> ci_impl_report.md <==
## Implementation flow summary

| Metric | Value |
|---|---|
| Final GP Congestion | `between 0.7 and 0.8` |
| Synth-to-layout area growth | `12.8%` |
| DR WL/cell | `9.09 µm` |
| Ys async rst share | `0%` |
| Critical path, cell by cell | `clkdlybuf4s50_1 > xor2_1 > and2_1 > inv_1 > and2_1` |
| Distinct lib cells used | `27` |
| Grt ovf | `0` |
| Peak supply drop | `0.000245 V` |
| Clock transition at the registers of the reported paths | `0.09 ns` |
| Clock latency on the worst-skew pair | `0.27 ns` |
| Top delay family on crit path | `buffers and inverters` |
| Row count | `28` |
| First-pass GRT wire length | `3.35 mm` |
| Startpoint Class | `input pin` |
| Aggregate routed wire length | `1.88 mm` |
| Commonest flop | `dfxtp_1` |
| I/O Pins | `roughly 50` |
| Antenna violations before repair | `0` |
| Synthesized instance count | `123` |
| Fa+ha+maj area frac | `2.92%` |
| WP data arrival | `2.05 ns` |
| Synthesized cell area | `roughly 0.0013 mm²` |
| Leakage power | `0.528 nW` |
| Status | `complete, no violations` |
| Ys Warns | `22` |
| Final Max Slew Viols | `0` |
| Final hold violation count | `0` |
| Crit-path max FO | `11` |
| Die extent in y | `99 µm` |
| Crit path top cell by count | `and2_1` |
| Area of the core | `0.00599 mm²` |
| Mux frac, synth | `0%` |
| Vias in the first global route | `slightly below 800` |
| N_diodes | `0` |
| Post-CTS sizing | `0` |
| Worst Setup Path Type | `input pin to flop` |
| DR iter-0 viols | `36` |
| Largest net degree at the start of global routing | `16` |
| Post-Route Setup TNS | `0 ns` |
| Xor+xnor area frac | `11.6%` |
| OpenROAD warning count | `58` |
| Root buf cell | `clkbuf_8` |
| Post-Synth AOI/OAI Area | `2.24%` |
| DRC Markers | `0` |
| Total track usage | `3.81%` |
| CTS H-Tree Depth | `1` |
| DRT antenna net count | `0` |
| Seq share, synth | `50.5%` |
| Drt first pass iters | `4` |
| Fmax | `0.534 GHz` |
| Worst slew pin tran | `0.665 ns` |
| Worst EP required | `2.97 ns` |
| Yosys stat area | `~0.0013 mm²` |
| Total CTS buffers | `3` |
| Most numerous logic cell after layout | `dfxtp_1` |
| Hold Path Class | `flop to flop` |
| And+or+nand+nor area frac | `between 20% and 30%` |
| HPWL Detailed | `1.43 mm` |
| R2r setup slk | `1.05 ns` |
| Buffers & Inverters on Critical Path | `2` |
| Via Count | `between 700 and 800` |
| Setup bufs post-CTS | `0` |
| Slowest CP cell | `clkdlybuf4s50_1` |
| Crit path capture type | `flop` |
| PwrDens | `558 mW/mm²` |
| Clock Tree Buf Depth | `2` |
| Rel. slew slack | `between 50% and 60%` |
| Most instantiated logic cells after routing | `dfxtp_1, nor2_1, xnor2_1, conb_1` |
| Clock Skews | `about 0.0049 ns` |
| Critical path's largest stage delay | `0.50 ns` |
| Synth flops | `28` |
| Num Clock Sinks | `28` |
| Drt via density | `3.78` |
| Tcrit/Tclk final | `66.9%` |
| RSZ-0062 raised after global routing | `false` |
| EDFF count, synth | `9` |
| Setup violators final | `0` |
| Hold WS | `0.470 ns` |
| TritonCTS clock tree | `done` |
| Max-cap violations | `0` |
| # hold bufs at CTS | `0` |
| Die width | `99 µm` |
| Yosys cell count | `123` |
| Core utilization at floorplan | `21.5%` |
| Die Area | `roughly 0.0098 mm²` |
| Post-route minimum period | `1.87 ns` |
| Syn avg cell area | `10.5 µm²` |
| Largest logic family | `simple AND/OR/NAND/NOR gates` |
| IO buf count | `7` |
| Layout cells sized above 1 | `9.85%` |
[worst paths after layout]
kind | startpoint | endpoint | cells after the start
worst max-delay path | i_hSync | counterX[1] | 5
worst min-delay path | allowGeneration | allowGeneration | 2
worst max register to register | counterX[8] | dataOffset[1] | 3
worst min register to register | allowGeneration | allowGeneration | 2
[where the power goes]
group / internal [mW] / switching [mW]
Clock: 0.0984 / 0.122
Sequential: 0.465 / 0.0393
Combinational: 0.0434 / 0.0436
Total: 0.606 / 0.205
[through the flow]
| step | cell area, µm² | cells | power, mW | util (%) | setup slack (ns) |
|---|---|---|---|---|---|
| after global routing | 1450 | 207 | 0.850 | 24.2 | 0.813 |
| after floorplan | 1320 | 132 | 0.579 | - | 1.25 |
| after global placement | 1410 | 203 | 0.602 | 23.5 | 0.663 |
| final | 1450 | 207 | 0.811 | 24.2 | 0.927 |
| after detailed placement | 1410 | 203 | 0.603 | 23.5 | 0.643 |
| after CTS | 1450 | 207 | 0.819 | 24.2 | 0.929 |
[state kept, by name, indices dropped and copies added, names as in the netlist]
name and cells:
counterX 16, dataOffset 5, dataChannel0 3, allowGeneration 1, firstHSyncChange 1, prevBlank 1, prevHSync 1
[per-layer routing]
metal / global-route usage (%) / routed length (µm) / vias up
met4: 0.882 / 34 / 0
met2: 5.96 / 786 / 11
li1: - / - / 412
met3: 0.423 / 17 / 2
met5: 0 / 0 / -
met1: 5.50 / 1040 / 357
[cell families after synthesis]
group	after synthesis
adders and majority gates	3
and+or+nand+nor	52
AOI/OAI and AO/OA	4
xor gates and xnor gates	17
DFF	28
buffers and inverters	18
other	1
[area by class of cell]
class | instances | area (µm²)
fill | 629 | 4540
tap | 75 | 93.8
sequential | 28 | 651
clock inverter | 1 | 3.75
timing repair buffer | 8 | 77.6
clock buffer | 3 | 41.3
inverter | 6 | 22.5
multi-input combinational | 86 | 563
[cell usage after synthesis, types with 2 or more instances]
cell | instances | area share [%]
nand3_1 | 9 | 3.5
nor2_2 | 2 | 0.97
buf_2 | 2 | 0.78
nor2_1 | 17 | 5.0
and2_1 | 2 | 0.97
nand4_1 | 2 | 0.97
nor3_1 | 3 | 1.2
nand4_4 | 2 | 3.3
buf_4 | 10 | 5.8
inv_1 | 6 | 1.7
nor4_1 | 2 | 0.97
nand2_1 | 6 | 1.7
nor4_2 | 3 | 2.9
edfxtp_1 | 9 | 21
dfxtp_1 | 19 | 30
xor2_1 | 7 | 4.8
ha_1 | 3 | 2.9
xnor2_1 | 10 | 6.8
[worst register-to-register path: cells and delay by family (launching register included)]
family	cells	cell delay, ns
flops	1	0.38
simple gates	3	1.02
Power and IR drop assume default switching activity.
