<file path="./run.sh">
#!/bin/bash
# OpenROAD 26Q1-2900-gdf79404cd8, Yosys 0.63+post, stock flow scripts
make -C /OpenROAD-flow-scripts/flow DESIGN_CONFIG=/design/flow/config.mk WORK_HOME=/design/flow/orfs finish
</file>
<file path="./config.mk">
export PLATFORM = sky130hd
export DESIGN_NAME = scandoubler
export DESIGN_NICKNAME = scandoubler
export VERILOG_FILES = /design/flow/design.v
export SDC_FILE = /design/flow/constraint.sdc
export NUM_CORES = 4
export LEC_CHECK = 1
export CORE_UTILIZATION = 50
export SYNTH_MEMORY_MAX_BITS = 65536
</file>
<file path="./constraint.sdc">
current_design scandoubler

set clk_period 7262.9
set clk_io_pct 0.2

create_clock -name clk0 -period $clk_period [get_ports {clk_sys}]

set non_clock_inputs [all_inputs -no_clocks]
set_input_delay [expr $clk_period * $clk_io_pct] -clock clk0 $non_clock_inputs
set_output_delay [expr $clk_period * $clk_io_pct] -clock clk0 [all_outputs]
</file>
<file path="./design.v">
module scandoubler
(
    input            clk_sys,
    input            scandoubler_disable,
    input      [1:0] scanlines,
    input            ce_x1,
    input            ce_x2,
    input            hs_in,
    input            vs_in,
    input      [COLOR_DEPTH-1:0] r_in,
    input      [COLOR_DEPTH-1:0] g_in,
    input      [COLOR_DEPTH-1:0] b_in,
    output reg       SD_hs_o,
    output reg       SD_vs_o,
    output reg [5:0] SD_r_o,
    output reg [5:0] SD_g_o,
    output reg [5:0] SD_b_o
);
parameter HCNT_WIDTH = 9;
parameter COLOR_DEPTH = 6;
always @(*) 
begin
    if (scandoubler_disable) 
        begin
            if (COLOR_DEPTH == 6) begin
                SD_b_o = b_in[5:0];
                SD_g_o = g_in[5:0];
                SD_r_o = r_in[5:0];
            end else if (COLOR_DEPTH == 2) begin
                SD_b_o = {3{b_in[1:0]}};
                SD_g_o = {3{g_in[1:0]}};
                SD_r_o = {3{r_in[1:0]}};
            end else if (COLOR_DEPTH == 1) begin
                SD_b_o = {6{b_in[0]}};
                SD_g_o = {6{g_in[0]}};
                SD_r_o = {6{r_in[0]}};
            end else begin
                SD_b_o = { b_in[COLOR_DEPTH-1:0], b_in[COLOR_DEPTH-1 -:(6-COLOR_DEPTH)] };
                SD_g_o = { g_in[COLOR_DEPTH-1:0], g_in[COLOR_DEPTH-1 -:(6-COLOR_DEPTH)] };
                SD_r_o = { r_in[COLOR_DEPTH-1:0], r_in[COLOR_DEPTH-1 -:(6-COLOR_DEPTH)] };
            end
            SD_hs_o = hs_in;
            SD_vs_o = vs_in;
       end
   else
       begin
            SD_hs_o = hs_out;
            SD_vs_o = vs_out;
            SD_r_o = r_out;
            SD_g_o = g_out;
            SD_b_o = b_out;
       end
end
reg       hs_out;
reg       vs_out;
reg [5:0] r_out;
reg [5:0] g_out;
reg [5:0] b_out;
reg scanline;
reg [5:0] r;
reg [5:0] g;
reg [5:0] b;
always @(*) begin
    if (COLOR_DEPTH == 6) begin
        b = sd_out[5:0];
        g = sd_out[11:6];
        r = sd_out[17:12];
    end else if (COLOR_DEPTH == 2) begin
        b = {3{sd_out[1:0]}};
        g = {3{sd_out[3:2]}};
        r = {3{sd_out[5:4]}};
    end else if (COLOR_DEPTH == 1) begin
        b = {6{sd_out[0]}};
        g = {6{sd_out[1]}};
        r = {6{sd_out[2]}};
    end else begin
        b = { sd_out[COLOR_DEPTH-1:0], sd_out[COLOR_DEPTH-1 -:(6-COLOR_DEPTH)] };
        g = { sd_out[COLOR_DEPTH*2-1:COLOR_DEPTH], sd_out[COLOR_DEPTH*2-1 -:(6-COLOR_DEPTH)] };
        r = { sd_out[COLOR_DEPTH*3-1:COLOR_DEPTH*2], sd_out[COLOR_DEPTH*3-1 -:(6-COLOR_DEPTH)] };
    end
end
always @(posedge clk_sys) begin
    if(ce_x2) begin
        hs_out <= hs_sd;
        vs_out <= vs_in;
        if(vs_out != vs_in) scanline <= 0;
        if(hs_out && !hs_sd) scanline <= !scanline;
        if(!scanline || !scanlines) begin
            r_out <= r;
            g_out <= g;
            b_out <= b;
        end else begin
            case(scanlines)
                1: begin  
                    r_out <= {1'b0, r[5:1]} + {2'b00, r[5:2] };
                    g_out <= {1'b0, g[5:1]} + {2'b00, g[5:2] };
                    b_out <= {1'b0, b[5:1]} + {2'b00, b[5:2] };
                end
                2: begin  
                    r_out <= {1'b0, r[5:1]};
                    g_out <= {1'b0, g[5:1]};
                    b_out <= {1'b0, b[5:1]};
                end
                3: begin  
                    r_out <= {2'b00, r[5:2]};
                    g_out <= {2'b00, g[5:2]};
                    b_out <= {2'b00, b[5:2]};
                end
            endcase
        end
    end
end
reg [COLOR_DEPTH*3-1:0] sd_out;
(* ramstyle = "no_rw_check" *) reg [COLOR_DEPTH*3-1:0] sd_buffer[2*2**HCNT_WIDTH:0];
reg        line_toggle;
reg  [HCNT_WIDTH-1:0] hs_max;
reg  [HCNT_WIDTH-1:0] hs_rise;
reg  [HCNT_WIDTH-1:0] hcnt;
always @(posedge clk_sys) begin : b1
    reg hsD, vsD;
    if(ce_x1) begin
        hsD <= hs_in;
        if(hsD && !hs_in) begin
            hs_max <= hcnt;
            hcnt <= 0;
        end else begin
            hcnt <= hcnt + 1'd1;
        end
        if(!hsD && hs_in) hs_rise <= hcnt;
        vsD <= vs_in;
        if(vsD != vs_in) line_toggle <= 0;
        if(hsD && !hs_in) line_toggle <= !line_toggle;
        sd_buffer[{line_toggle, hcnt}] <= {r_in, g_in, b_in};
    end
end
reg  [HCNT_WIDTH-1:0] sd_hcnt;
reg        hs_sd;
always @(posedge clk_sys) begin : b2
    reg hsD;
    if(ce_x2) begin
        hsD <= hs_in;
        sd_hcnt <= sd_hcnt + 1'd1;
        if(hsD && !hs_in)     sd_hcnt <= hs_max;
        if(sd_hcnt == hs_max) sd_hcnt <= 0;
        if(sd_hcnt == hs_max)  hs_sd <= 0;
        if(sd_hcnt == hs_rise) hs_sd <= 1;
        sd_out <= sd_buffer[{~line_toggle, sd_hcnt}];
    end
end
endmodule
</file>
==> reports/writeup.txt <==
The run gives 1 for the count of yosys warnings during synthesis. The min-delay analysis places its worst path in the category flop to flop. Per the placement report, the placed cell count is 52064. Of the total power, registers draw 49.2%. With the wire length per cell after detailed routing at 44.25 microns, the final HPWL from detailed placement is 1635000 microns. The final period demand of the worst path is 2907010 ps. From synthesis to final layout, the design area changed by 14.14%.

CTS placed an instance of clkbuf_16 at the clock tree root. Summed over its instances, the top area cell type makes up 77.97% of the synthesized netlist area. For the arrival time at the worst endpoint, the log shows 1454430 ps. The startpoint type of the worst setup path was an input pin. With the sink count of the clock tree at 18512, the total count of max-transition violations in the final report is 5. The logs give 1410 ps for the insertion delay of the later-clocked pin in the worst-skew pair and 0 for the overall overflow remaining after global route. The detail-routed via count per cell is 6.479, and the switching power of the nets is 58.97 uW. Per the detail_route report, DRC violations left total 0. The run gives 0 for the remaining number of nets flagged by the antenna check after routing. The critical path is of the input pin to output pin type. The fmax came out at 0.0003440 GHz.

The first detailed-routing pass ran for 6 iterations. The flow reports that combinational logic draws 10.7% of the design power. The tools report the worst reg-to-reg setup slack as 7252960 ps.

For this design, Yosys synthesis ends with a cell count of 32173. The maximum root-to-sink buffer count came out at 6. Launch instance of the worst register-to-register path: sd_hcnt[0]$_SDFFCE_PP0P_. The I/O pin count is 46, and the post-cts hold buffer count is 0. Yosys reported that registers with async set or reset make up 0%. The cell type with the highest aggregate area in the netlist is edfxtp_1.

The first global-routing pass estimated 3322000 microns of wire. The checks that failed: max-capacitance violations, max-slew violations. The pin closest to its max-slew limit shows a slew of 1544 ps. After clock tree synthesis, the repair step resized 0 gates.

The tools report the capturing element of the worst setup path as SD_r_o[1]. Count of standard-cell rows: 438. Total wire length: 2479000 microns. The number of synthesized register bits is 18512. The final route contains 362959 vias.

The run gives 0.9981 for the weighted congestion reported at the end of routability-driven placement. The post-synth count of flops with an enable pin is 18512. For reference, the top cells by area after synthesis are edfxtp_1 78%, mux4_2 13%, mux2i_1 2.4%.

The run gives 1422000 sq um for the placeable core region. The final count of hold timing violations came out at 0. In this run, CTS created clock tree buffers numbering 1907.

The floorplan die width was 1196 microns. The largest fanout on the critical path was 38. Synthesis handed over a netlist of 32173 instances. The run gives 167.3 ps for the final clock skew. The power density normalized to cell area works out to 0.2946 nW/um^2.

The post-synthesis cell type with the largest instance count was edfxtp_1. In this run the post-CTS setup repair buffer count came out at 0. Setup repair after global routing left no endpoint under its margin. The height of the die works out to 1196 microns. The run gives 29259 as the number of DRC markers after the initial detailed-route iteration. The flow ran to the end, but the final reports show violations. The clock-pin slew on the worst setup and hold paths came out at 60 ps. The run gives 39.48% as the global router's overall resource usage. Setup total negative slack on the finished layout was measured at 0 ps.

The core utilization at floorplan was 50.14%; the worst-case vdd ir drop was 0.2555 uV. The final critical-path share of the clock period is 40.03%, and the H-tree depth is 7. Counting instances in the post-synthesis netlist gives the leading cell types as 18512 x edfxtp_1, 4071 x mux4_2, 1697 x mux2i_1. For the total of max-cap violations, the log shows 2. The number of buffers added on ports was 45. STA puts the critical path data required time at 5810320 ps. The post-synthesis instance area was 713000 sq um. The end-of-flow timing check tallies setup violations at 0. In this run the tools logged warnings totalling 48. The tools report the register area share after synthesis as 77.97%. The fraction of final layout cells sized beyond drive strength 1 is 30.28%, and the chip area estimate from yosys synthesis is 713000 sq um. The die area is 1431000 sq um, and the tally of filler cells in the layout is 100503. The run gives 391562 as the number of global-route vias before repair. STA classifies the critical path endpoint as an output pin. With the average footprint of a synthesized cell at 22.16 sq um, the post-route non-filler standard cell count is 56021.

After layout, the design draws a total of 239.7 uW. The most critical setup path has its startpoint at r_in[1]. Among all flip-flop cells after synthesis, the most frequent one is edfxtp_1. Measured against its own limit, the worst slew margin works out to -5.577%.

Synthesis instantiated 101 different standard cells from the library. The run gives 180.5 uW as the internal power consumption. Per the timing report, the most critical flop-to-flop path finishes at sd_out[3]$_DFFE_PP_. The run gives 16 for the worst reg-to-reg path cell count.

TritonCTS built the clock tree. The run gives 112 as the maximum number of pins on one net before global-route repair. Net switching is 24.60% of the power. The logs give 297 for the initial antenna violation count and 40.1% for the share of total power in the clock network. For this design the static power due to leakage is 0.2579 uW.
final cells by class:
cell class | instances | area, sq um | share of cell area, %
inverter | 28 | 157.7 | 0.01937
sequential | 18512 | 555900 | 68.31
clock inverter | 1154 | 11010 | 1.353
tap | 18920 | 23670 | 2.909
multi-input combinational | 11630 | 148800 | 18.29
clock buffer | 2273 | 49610 | 6.096
timing repair buffer | 2974 | 23290 | 2.862
antenna | 530 | 1326 | 0.1630
metrics by stage:
| step | cell area, sq um | hold slack [ps] | util (%) | setup slack [ps] |
|---|---|---|---|---|
| floorplan | 713000 | 416.8 | - | 4357070 |
| global placement | 751800 | 457.0 | 52.87 | 4355910 |
| detailed placement | 751900 | 458.8 | 52.87 | 4355900 |
| CTS | 812500 | 477.2 | 57.13 | 4355900 |
| global route | 813100 | 481.7 | 57.18 | 4355850 |
| finish | 813800 | 472.4 | 57.22 | 4355890 |
power by group through the flow:
stage | logic, uW | registers, uW | clock network [uW]
6_report | 25.7 | 118 | 96.1
5_1_grt | 26.0 | 118 | 101
4_1_cts | 24.8 | 118 | 96.7
registers in the layout (all words and copies together) (netlist names):
register,count
hs_sd,1
r_out,6
sd_out,18
hs_out,1
scanline,1
line_toggle,1
b2.hsD,1
sd_hcnt,9
sd_buffer,18432
hs_max,9
b_out,6
vs_out,1
hcnt,9
g_out,6
hs_rise,9
b1.hsD,1
b1.vsD,1
critical path: stages:
cell and delay, ps:
buf_8 360, buf_4 490, buf_4 260, mux2_2 160
clkdlybuf4s50_1 450
kinds of logic (layout without fill, tap and decap cells):
family / Yosys count / count (layout) / synth area share [%]
flip-flops: 18512 / 18512 / 77.97
multiplexers: 5908 / 5908 / 15.61
AND-OR/OR-AND: 3202 / 3202 / 3.121
AND/OR/NAND/NOR: 2455 / 2455 / 1.462
buffers and inverters: 2031 / 6429 / 1.746
XOR/XNOR: 39 / 39 / 0.04791
adder cells (fa/ha/maj): 26 / 26 / 0.04879
other: 0 / 530 / 0
cells in the final DEF, fill, tap and decap left out, types with 75 or more instances in the layout:
cell            n
clkinv_2      390
clkbuf_1      342
edfxtp_1    18512
buf_4        2867
nor2_2       1009
o22ai_1       281
nand2_1       537
diode_2       530
mux4_2       4071
a221oi_1      328
a211oi_1      143
o21ai_0       353
a21oi_1       673
mux2i_1      1697
bufinv_16     207
nor2_1        245
clkbuf_16    1931
nand3_1       182
o211ai_1       75
clkinvlp_4     85
clkinv_1      410
a22o_1         97
o221ai_1      213
a22oi_1       592
metal layers:
metal / global-route usage (%) / up-vias / routed length (microns) / share of wire (%)
li1: - / 143254 / - / -
met1: 40.49 / 182990 / 629700 / 25
met3: 39.81 / 5506 / 588300 / 24
met5: 16.33 / - / 24970 / 1.0
met2: 49.86 / 30717 / 1071000 / 43
met4: 20.27 / 492 / 164800 / 6.6
worst min-delay path by stage:
stage / startpoint / endpoint / slack (ps) / cells past startpoint
4_1_cts: hcnt[6]$_SDFFCE_PP0P_ / hs_max[6]$_DFFE_PP_ / 480 / 0
6_report: hcnt[6]$_SDFFCE_PP0P_ / hs_max[6]$_DFFE_PP_ / 470 / 0
5_1_grt: hcnt[6]$_SDFFCE_PP0P_ / hs_max[6]$_DFFE_PP_ / 480 / 0
Power figures rest on the tool's default switching activity, not on a simulated workload.
